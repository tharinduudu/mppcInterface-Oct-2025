==> /design/flow/config.mk <==
export PLATFORM = sky130hd
export DESIGN_NAME = realClock
export DESIGN_NICKNAME = realClock
export VERILOG_FILES = /design/flow/design.v
export SDC_FILE = /design/flow/constraint.sdc
export NUM_CORES = 4
export LEC_CHECK = 1
export CORE_AREA = 10 10 99 99
export DIE_AREA = 0 0 109 109
==> /design/flow/constraint.sdc <==
current_design realClock

set clk_period 4.5
set clk_io_pct 0.2

create_clock -name clk0 -period $clk_period [get_ports {CLK}]

set non_clock_inputs [all_inputs -no_clocks]
set_input_delay [expr $clk_period * $clk_io_pct] -clock clk0 $non_clock_inputs
set_output_delay [expr $clk_period * $clk_io_pct] -clock clk0 [all_outputs]
==> /design/flow/design.v <==
module realClock (
    input CLK,
    output ms,
    output sec,
    output min,
    output msPulse,
    output secPulse,
    output minutePulse,
);
reg [12:0] timer0;      
reg [9:0] timer1;       
reg [5:0] timer2;       
reg minute;             
reg _msPulse;
reg _secPulse;
reg _minutePulse;        
always @(posedge CLK)
begin
    if (timer0 < 4799) begin
        timer0 = timer0 + 1;
        _msPulse = 0;
        _secPulse = 0;
        _minutePulse = 0;
    end else begin
        timer0 = 0;
        _msPulse = 1;
        if (timer1 < 999) begin
            timer1 = timer1 + 1;
        end else begin
            timer1 = 0;
            _secPulse = 1;
            if (timer2 < 59) begin
                timer2 = timer2 + 1;
            end else begin
                timer2 = 0;
                _minutePulse = 1;
                minute = !minute;
            end
        end
    end
end
assign ms     = timer1[0];
assign sec    = timer2[0];
assign min    = minute;
assign msPulse = _msPulse;
assign secPulse = _secPulse;
assign minutePulse = _minutePulse;
endmodule
==> /design/flow/run.sh <==
#!/bin/bash
# OpenROAD 26Q1-2900-gdf79404cd8, Yosys 0.63+post, stock flow scripts
make -C /OpenROAD-flow-scripts/flow DESIGN_CONFIG=/design/flow/config.mk WORK_HOME=/design/flow/orfs finish
==> results_slide.txt <==
Implementation Results

Clock network
  • Clk latency of the worst-skew pair: 0.28 ns
  • CTS Sinks: 33
  • Root Driver: clkbuf_8
  • Post-CTS setup buffers: 0
  • Clk buf depth: 2
  • CTS H-Tree Depth: 2
  • TritonCTS clock tree: built
  • Hold Buf Count CTS: 0
  • TritonCTS buffer count: 5
  • Post-CTS Resized: 0
  • Clock transition at path regs: 0.06 ns

Setup path
  • Critical-path cell list: clkdlybuf4s50_1
  • Critical Path AT: 1.17 ns
  • Sum of buffers and inverters on the critical path: 1
  • Worst-path fanout max: 4
  • Crit end category: primary output
  • Crit path kind: flop to primary output
  • CP Launch Type: flop
  • Slowest stage delay, CP: 0.50 ns
  • Crit-path slowest cell: clkdlybuf4s50_1
  • Worst R2R Path Depth: 4
  • Critical path depth: 1
  • Worst path required time: 3.60 ns
  • Kind of cell adding the most delay to the critical path: buffers and inverters

Synthesis
  • Sequential area share after synthesis: 0.5447
  • Yosys cell types: 32
  • Syn Inst Count: 146
  • Total number of yosys warnings: 1
  • Post-Syn Area per Cell: 10.45 um^2
  • Synthesized cell area: 1525 um^2
  • # Cells Yosys: 146
  • Registers, synthesis: 33
  • Yosys Chip Area: 1525 um^2

Place
  • RD Place Congestion: 0.8393
  • DP HPWL: 1640 um
  • Port bufs: 6

Final timing
  • Max_slew headroom: 0.7710
  • Clk_skew: 0.002831 ns
  • Slew Limit Fails: 0
  • Tcrit/Tclk final: 0.4608
  • RSZ-0062 raised after global routing: false
  • Worst Tran Pin Value: 0.3435 ns
  • Final Hold Vio Count: 0
  • Final hold slack: 0.4560 ns
  • Final TNS setup: 0 ns
  • F_max: 0.4822 GHz
  • Final setup fails: 0
  • Tmin final: 2.074 ns

Layout
  • Share of layout cells above drive strength 1: 0.07643
  • Area grow syn2layout: 16.16%
  • Fin util: 0.2293

Routing
  • Vias: 1033
  • Initial DRC Count: 48
  • Residual DRC: 0
  • Via density: 3.988
  • Detailed Route WL: 2425 um
  • Diode count: 0
  • Pre-antenna DRT Iters: 4
  • Routed Antenna Nets: 0
  • WL/cell: 9.363 um

Die
  • I/O pins: 7
  • Die height: 109 um
  • Die Wd: 109 um
  • Initial core utilization: 0.1974
  • Chip area: 11880 um^2
  • Core area: 7727 um^2
  • Row count: 32

Pwr
  • Clk pwr share: 0.400
  • Pwr Density: 294.7 nW/um^2
  • Sw Ratio: 0.1956
  • LEAKAGE: 0.6048 nW
  • Combinational share of power: 0
  • Internal power: 420.0 uW
  • Worst VDD drop: 0.1087 mV
  • Sequential Power Share: 0.600
  • NetSw: 102.1 uW
  • Total power: 522.1 uW

Global route
  • Antenna violations before repair: 0
  • Vias in the first global route: 931
  • First-pass GRT wire length: 4029 um
  • GRT overflow: 0
  • All-Layer GR Usage: 0.04022
  • Largest net degree at the start of global routing: 28

Flow run
  • MaxCap Viol Count: 0
  • Tool Warnings: 25

Worst hold path
  • Hold Crit Depth: 1
  • Worst Hold Class: flop to flop

Outcome
  • Status: completed
-- worst register-to-register path, cell delays in order (launching register included) --
cell and delay, ns:
dfxtp_1 0.40, nand3_2 0.17, o21ai_1 0.20, o311a_4 0.42, and2_1 0.34
-- final cells by class --
| class | instances | area [um^2] |
|---|---|---|
| fill | 803 | 5956 |
| sequential | 33 | 830.8 |
| multi-input combinational | 104 | 648.1 |
| tap | 102 | 127.6 |
| clock buffer | 6 | 72.57 |
| timing repair buffer | 6 | 60.06 |
| inverter | 6 | 22.52 |
| clock inverter | 2 | 10.01 |
-- through the flow --
| stage | worst slack, ns | instance area [um^2] | instances |
|---|---|---|---|
| after floorplan | 2.813 | 1525 | 146 |
| after global placement | 2.704 | 1689 | 251 |
| after CTS | 2.387 | 1772 | 259 |
| final | 2.426 | 1772 | 259 |
| after global routing | 2.363 | 1772 | 259 |
| after detailed placement | 2.666 | 1689 | 251 |
-- layer usage --
metal | GRT usage | part of all wire
met5 | 0 | 0
met1 | 0.05738 | 0.51
met2 | 0.05613 | 0.42
met4 | 0.007533 | 0.013
met3 | 0.01732 | 0.057
-- registers in the layout, indices dropped and copies added, names as in the netlist --
signal,cells
_minutePulse,1
_msPulse,1
_secPulse,1
minute,1
timer0,13
timer1,10
timer2,6
-- cell usage after synthesis --
master | count | share of area
a21o_1 | 1 | 0.0049
a21oi_1 | 6 | 0.020
a31oi_1 | 3 | 0.012
and2_1 | 3 | 0.012
and3_1 | 1 | 0.0041
and4_1 | 2 | 0.011
buf_2 | 1 | 0.0033
buf_4 | 1 | 0.0049
buf_6 | 1 | 0.0074
dfxtp_1 | 16 | 0.21
edfxtp_1 | 17 | 0.33
ha_1 | 3 | 0.025
inv_1 | 6 | 0.015
mux2_2 | 1 | 0.0074
nand2_1 | 7 | 0.017
nand3_1 | 5 | 0.016
nand3_2 | 2 | 0.013
nand4_1 | 3 | 0.012
nor2_1 | 24 | 0.059
nor2b_1 | 3 | 0.012
nor3_1 | 5 | 0.016
nor4_1 | 2 | 0.0082
nor4_2 | 1 | 0.0082
o2111ai_1 | 1 | 0.0057
o211a_1 | 1 | 0.0066
o21a_1 | 3 | 0.015
o21ai_0 | 8 | 0.026
o21ai_1 | 1 | 0.0033
o311a_4 | 1 | 0.014
or3_1 | 2 | 0.0082
xnor2_1 | 10 | 0.057
xor2_1 | 5 | 0.029
-- layout by cell type (no fill, tap or decap), drive strengths merged --
| cell type | instances |
|---|---|
| nand2 | 7 |
| and2 | 3 |
| a31oi | 3 |
| and4 | 2 |
| o311a | 1 |
| edfxtp | 17 |
| o21ai | 9 |
| a21oi | 6 |
| nor4 | 3 |
| nand3 | 7 |
| clkinv | 2 |
| nor2b | 3 |
| and3 | 1 |
| o21a | 3 |
| clkbuf | 6 |
| a21o | 1 |
| o2111ai | 1 |
| xnor2 | 10 |
| nor3 | 5 |
| clkdlybuf4s50 | 6 |
| dfxtp | 16 |
| or3 | 2 |
| xor2 | 5 |
| ha | 3 |
| inv | 6 |
| mux2 | 1 |
| nand4 | 3 |
| o211a | 1 |
| nor2 | 24 |
-- path summary, 6_finish.rpt --
| check | from | end | slack (ns) |
|---|---|---|---|
| max | timer2[0] | sec | 2.43 |
| min | timer0[12] | timer0[11] | 0.46 |
| max reg2reg | timer0[2] | timer2[5] | 2.68 |
| min reg2reg | timer0[12] | timer0[11] | 0.46 |
-- power by group through the flow --
stage | Clock, mW | Sequential (mW) | Combinational, mW
5_1_grt | 0.234 | 0.313 | 0.000000233
6_report | 0.209 | 0.313 | 0.000000233
4_1_cts | 0.219 | 0.313 | 0.000000233
-- cell families (layout without fill, tap and decap cells) --
group           after synthesis  after routing  synth area share
compound gates               25             25            0.1075
fa+ha+maj                     3              3           0.02461
mux                           1              1          0.007383
xor+xnor                     15             15           0.08613
flops                        33             33            0.5447
simple gates                 60             60            0.1993
buf+inv                       9             20           0.03035
Power figures rest on the tool's default switching activity, not on a simulated workload.
