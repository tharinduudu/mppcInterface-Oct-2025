==> design/flow/config.mk <==
export PLATFORM = sky130hd
export DESIGN_NAME = dataOutput
export DESIGN_NICKNAME = dataOutput
export VERILOG_FILES = /design/flow/design.v
export SDC_FILE = /design/flow/constraint.sdc
export NUM_CORES = 4
export LEC_CHECK = 1
export CORE_AREA = 10 10 98 98
export DIE_AREA = 0 0 108 108
==> design/flow/constraint.sdc <==
current_design dataOutput

set clk_period 2.5
set clk_io_pct 0.2

create_clock -name clk0 -period $clk_period [get_ports {CLK}]

set non_clock_inputs [all_inputs -no_clocks]
set_input_delay [expr $clk_period * $clk_io_pct] -clock clk0 $non_clock_inputs
set_output_delay [expr $clk_period * $clk_io_pct] -clock clk0 [all_outputs]
==> design/flow/design.v <==
module dataOutput (
    input CLK,
    input [7:0] data,
    output clockOut,
    output dataOut,
);
reg [12:0] timer0;      
reg [9:0] timer1;       
reg [5:0] timer2;       
reg minute;             
always @(posedge CLK)
begin
    if (timer0 < 4799) begin
        timer0 = timer0 + 1;
    end else begin
        timer0 = 0;
        if (timer1 < 999) begin
            timer1 = timer1 + 1;
        end else begin
            timer1 = 0;
            if (timer2 < 59) begin
                timer2 = timer2 + 1;
            end else begin
                timer2 = 0;
                minute = !minute;
            end
        end
    end
end
reg[3:0] currentBit;
always @(posedge CLK)
begin
    currentBit = currentBit + 1;
end
assign dataOut = timer2[0];
assign clockOut = minute;
endmodule
==> design/flow/run.sh <==
#!/bin/bash
# OpenROAD 26Q1-2900-gdf79404cd8, Yosys 0.63+post, stock flow scripts
make -C /OpenROAD-flow-scripts/flow DESIGN_CONFIG=/design/flow/config.mk WORK_HOME=/design/flow/orfs finish
==> impl_metrics.json <==
{
  "period_minus_slack_ps": 1760,
  "arrival_ps": 1770,
  "drc": 0,
  "tool_warnings": 33,
  "avgSynthCellArea_um2": 10.9,
  "ant_nets": 0,
  "final_cells": 251,
  "cp_max_fo": 11,
  "die_w_um": 108,
  "drt-initial-drc-count": 46,
  "clock_power_share_pct": 44.1,
  "finalWirelength_mm": 2.55,
  "p_comb_share_pct": 0,
  "flop_area_um2": 771,
  "diodes": 0,
  "timing.rr.end": "minute$_DFFE_PP_",
  "ys_seq_share_pct": 51.0,
  "syn2layout_area_growth_pct": 16.6,
  "grt_pass1_wl_mm": 4.45,
  "worst_pin_slew_ps": 297,
  "cts_num_sinks": 30,
  "holdPathEnd": "timer0[12]$_SDFF_PP0_",
  "drive_gt1_share_pct": 15.4,
  "most_common_cell": "edfxtp_1",
  "gr-usage-all-layers_pct": 4.51,
  "critical_path.startpoint_type": "register",
  "htree_num_levels": 2,
  "switchingPower_w": 0.000185,
  "edf_count": 17,
  "dpl.hpwl_mm": 1.67,
  "grt_max_degree": 14,
  "top_area_share_pct": 33.8,
  "logic_area_um2": 709,
  "reg2regPathDepth": 5,
  "portBuffers": 2,
  "die_area_um2": 11700,
  "synthesis.area_um2": 1510,
  "place_ws_ps": 726,
  "hold_class": "register to register",
  "cts_setup_buffers": 0,
  "fmaxAchievable_mhz": 567,
  "maxCapViolations": 0,
  "dr.pass1.iters": 4,
  "power_density_nw_per_um2": 524,
  "hold_buffers": 0,
  "clockRootBuffer": "clkbuf_8",
  "die_h_um": 108,
  "place_congestion": 0.802,
  "synthTopCellsByCount": "edfxtp_1 (17), dfxtp_1 (13), o21ai_0 (9), nand2_1 (8)",
  "rr_startpoint": "timer1[0]$_SDFFCE_PP0P_",
  "cell_internal_pwr_w": 0.000736,
  "yosys.area.top_type": "edfxtp_1",
  "ys_types": 37,
  "fill_cells": 798,
  "fin_worst_skew_ps": 9.90,
  "routed-via-count": 1079,
  "antenna_found_initial": 0,
  "ys.flops": 30,
  "cts.repair.resized": 0,
  "ff2ff_setup_slack_ps": 740,
  "finalHoldViolations": 0,
  "clk_pin_slew_ps": 70,
  "num_rows": 32,
  "finalSetupViolations": 0,
  "whs_path_depth": 2,
  "path_class": "register to register",
  "finalClockPeriodUsage_pct": 70.5,
  "yosysWarningCount": 1,
  "p_sw_share_pct": 20.1,
  "vias_per_cell": 4.30,
  "grt-ovfl-total": 0,
  "setup_ws_ps": 736,
  "yosysCellCount": 139,
  "seq_power_share_pct": 55.9,
  "cts_tree": "yes",
  "syn_inst": 139,
  "pin_count": 11,
  "crit_required_ps": 2510,
  "status": "finished, final reports clean",
  "coreArea_um2": 7650,
  "initial_core_util_pct": 19.7,
  "rsz0062_at_grt": "no",
  "vdd_drop_max_mv": 0.345,
  "wl_per_cell_um": 10.2,
  "placedCellCount": 243,
  "yosys_area_um2": 1510,
  "relSlewSlack_pct": 80.2,
  "clock_path_buffers": 2,
  "fin_tns_setup_ps": 0,
  "crit_path_end_kind": "register",
  "synth-async-reset-ratio_pct": 0,
  "clk-insertion-delay-late_ps": 290,
  "hp-start": "timer0[12]$_SDFF_PP0_",
  "grt_pass1_vias": 943,
  "cts_made_buffers": 5,
  "ys.flop_type": "edfxtp_1",
  "top_cells_by_area": "edfxtp_1 (34%), dfxtp_1 (17%), or4_1 (3.5%), a211oi_2 (3.3%), o21ai_0 (3.0%)",
  "p_leak_nw": 0.671,
  "drv_slew": 0
}
[registers in the layout, summed over array words and instances (netlist names)]
signal  count
minute      1
timer0     13
timer1     10
timer2      6
[worst max-delay path by stage]
stage | from | endpoint | slack [ps] | depth (start not counted)
finish | timer1[0]$_SDFFCE_PP0P_ | minute$_DFFE_PP_ | 740 | 5
global route | timer1[0]$_SDFFCE_PP0P_ | minute$_DFFE_PP_ | 580 | 5
CTS | timer1[0]$_SDFFCE_PP0P_ | minute$_DFFE_PP_ | 710 | 5
[critical path, cell delays in order (launching register included)]
cell,delay (ps)
edfxtp_1,400
ha_1,260
a211oi_1,120
nor4b_2,310
buf_4,230
o211a_1,170
[per-layer routing]
metal  vias up  track usage, %  routed length [um]
li1        562               -                   -
met1       497            6.90                1350
met2        14            5.95                1030
met3         6            1.75                 128
met4         0           0.763                  43
met5         -               0                   0
[placed cells by master, fill, tap and decap left out, types with 2 or more instances in the layout]
master           synthesis  routed
xor2_1                   4       4
xnor2_1                  4       4
a211oi_1                 5       5
a211oi_2                 4       4
ha_1                     3       3
buf_4                    0       3
a21oi_1                  6       6
nor3_1                   4       4
clkdlybuf4s50_1          0       2
or2_2                    2       2
or4_1                    7       7
inv_1                    4       4
o21ai_0                  9       9
edfxtp_1                17      17
o31ai_1                  5       5
or3_1                    5       5
dfxtp_1                 13      13
clkbuf_8                 0       6
nand4_1                  5       5
a31oi_1                  2       2
nand3_1                  6       6
nor2_1                   7       7
nor2b_1                  2       2
nand2_1                  8       8
[final cells by class]
cell class / instances / area share (%)
multi-input combinational: 102 / 40.3
timing repair buffer: 5 / 2.42
clock buffer: 6 / 4.69
clock inverter: 2 / 0.711
sequential: 30 / 43.8
tap: 102 / 7.25
inverter: 4 / 0.853
[stage by stage]
stage          hold WS [ps]  utilization [%]  total power [W]  area [um^2]
3_3_place_gp            487             21.8         0.000526         1670
3_5_place_dp            490             21.8         0.000526         1670
4_1_cts                 503             23.0         0.000937         1760
5_1_grt                 524             23.0         0.000960         1760
6_report                501             23.0         0.000922         1760
2_1_floorplan           461                -         0.000526         1510
[cells by family after synthesis]
| family | count (synthesis) | share of synthesized area (%) |
|---|---|---|
| adders and majority gates | 3 | 2.49 |
| DFF | 30 | 51.0 |
| xor gates and xnor gates | 8 | 4.64 |
| buffers and inverters | 7 | 2.40 |
| and+or+nand+nor | 54 | 21.9 |
| AOI/OAI and AO/OA | 37 | 17.6 |
[power groups by stage]
| stage | registers (W) | clock network, W | logic, W |
|---|---|---|---|
| CTS | 0.000515 | 0.000422 | 0.000000000321 |
| global route | 0.000515 | 0.000445 | 0.000000000321 |
| finish | 0.000516 | 0.000406 | 0.000000000321 |
Power and IR drop assume default switching activity.
