<file path="flow/design.v">
module uart(
   output uart_busy,          
   output uart_tx,            
   input uart_wr_i,           
   input [7:0] uart_dat_i,    
   input sys_clk_i,           
   input sys_rst_i            
);
  reg [3:0] bitcount;
  reg [8:0] shifter;
  reg uart_tx;
  wire uart_busy = |bitcount[3:1];
  wire sending = |bitcount;
  reg [28:0] d;
  wire [28:0] dInc = d[28] ? (115200) : (115200 - 9600000);
  wire [28:0] dNxt = d + dInc;
  always @(posedge sys_clk_i)
  begin
    d = dNxt;
  end
  wire ser_clk = ~d[28];  
  always @(posedge sys_clk_i)
  begin
    if (sys_rst_i) begin
      uart_tx <= 1;
      bitcount <= 0;
      shifter <= 0;
    end else begin
      if (uart_wr_i & ~uart_busy) begin
        shifter <= { uart_dat_i[7:0], 1'h0 };
        bitcount <= (1 + 8 + 2);
      end
      if (sending & ser_clk) begin
        { shifter, uart_tx } <= { 1'h1, shifter };
        bitcount <= bitcount - 1;
      end
    end
  end
endmodule
</file>
<file path="flow/run.sh">
#!/bin/bash
# OpenROAD 26Q1-2900-gdf79404cd8, Yosys 0.63+post, stock flow scripts
make -C /OpenROAD-flow-scripts/flow DESIGN_CONFIG=/design/flow/config.mk WORK_HOME=/design/flow/orfs finish
</file>
<file path="flow/config.mk">
export PLATFORM = sky130hd
export DESIGN_NAME = uart
export DESIGN_NICKNAME = uart
export VERILOG_FILES = /design/flow/design.v
export SDC_FILE = /design/flow/constraint.sdc
export NUM_CORES = 4
export LEC_CHECK = 1
export CORE_AREA = 10 10 102 102
export DIE_AREA = 0 0 112 112
</file>
<file path="flow/constraint.sdc">
current_design uart

set clk_period 3.9
set clk_io_pct 0.2

create_clock -name clk0 -period $clk_period [get_ports {sys_clk_i}]

set non_clock_inputs [all_inputs -no_clocks]
set_input_delay [expr $clk_period * $clk_io_pct] -clock clk0 $non_clock_inputs
set_output_delay [expr $clk_period * $clk_io_pct] -clock clk0 [all_outputs]
</file>
==> results_slide.txt <==
Synthesis and Place & Route Summary

Timing
  • Final TNS setup: 0 ps
  • Fin crit period: 2320 ps
  • Setup Skew: 2.02 ps
  • Final hold violation count: 0
  • Actual slew at the worst max-slew pin: 504 ps
  • Unrepaired setup endpoints after global routing: false
  • Cycle use final: 59.4%
  • Slew headroom: 66.3%
  • Fin. max-slew vios: 0
  • Final setup fails: 0
  • Fmax: 0.431 GHz

Worst setup path
  • FF-to-FF path depth: 7
  • Crit path kind: flip-flop to flip-flop
  • Worst EP arrival: 2490 ps
  • Setup crit end kind: flip-flop
  • Setup crit start kind: flip-flop
  • CP required: 4070 ps
  • Max Fanout on Critical Path: 12
  • Reg2reg setup slack: 1580 ps

GRT
  • First-pass GRT wire length: 6.35 mm
  • Grt total ovfl: 0
  • Vias in the first global route: 1348
  • Total GRT Usage: 5.71%
  • Largest net degree at the start of global routing: 21
  • Initial antenna violation count: 0

Clock network
  • Cells resized by post-CTS repair: 0
  • Total CTS buffers: 5
  • CTS tree: done
  • Clock Pin Slew Worst Setup and Hold Paths: 70 ps
  • CTS max path bufs: 2
  • Post-CTS Hold Fix Bufs: 0
  • Num Clock Sinks: 34
  • H-tree Lvls: 2
  • Setup bufs post-CTS: 0
  • Latest clock arrival within the worst-skew pair: 290 ps
  • Root buf cell: clkbuf_8

Logic synthesis
  • XOR/XNOR Area Share: 6.86%
  • MUX area fraction: 4.48%
  • FA/HA/MAJ Cells, Area Fraction: 10.2%
  • Unique cell types: 48
  • Cell type with the largest total area: dfxtp_1
  • AND-OR/OR-AND share of the synthesized area: 19.7%
  • Synth Area per Inst: 9.17 sq um
  • Mapped cell area: 0.00179 sq mm
  • Top-area cell share: 38.1%
  • Yosys reg bits: 34
  • Biggest area cells: dfxtp_1 38%, ha_1 9.1%, nor2_1 5.7%, a21oi_1 5.0%, mux2i_1 4.5%
  • Ys cells: 195
  • Yosys chip area: 0.00179 sq mm
  • Synth warnings: 1
  • And+or+nand+nor area frac: 17.7%
  • Post-Synthesis Cells: 195
  • Main logic family after synthesis: AND-OR/OR-AND gates
  • Synth Seq Share: 38.1%

Cells and area
  • Dominant logic cell type in the layout: dfxtp_1
  • Top cells excl fill/tap: 34 x dfxtp_1, 27 x nor2_1, 18 x a21oi_1, 13 x ha_1, 12 x clkdlybuf4s50_1
  • Fin cells: 316
  • Share of layout cells above drive strength 1: 9.48%
  • Layout area overhead: 19.9%

Job
  • Total of max-cap violations: 0
  • Tool warnings: 26

Die
  • Die ar.: 0.0125 sq mm
  • Die extent in y: 112 um
  • Floorplan utilization: 21.8%
  • Die Span X: 112 um
  • # IOs: 13
  • Core area: 0.00822 sq mm
  • FP Rows: 33

Routing
  • Total Wirelength: 3.48 mm
  • Ant diodes: 0
  • Via count: 1373
  • Drt pass-1 iters: 4
  • # DRC: 0
  • DR WL/cell: 11.0 um
  • Vias per inst: 4.34
  • Routed Antenna Nets: 0
  • 1st-iter DRT viols: 113

Placement
  • Placed cells: 308
  • Final GP Congestion: 0.786
  • Detailed placement HPWL: 2.44 mm
  • IO Port Bufs: 12

Pwr
  • Worst vdd ir: 0.181 mV
  • Power per Cell Area: 471 mW/mm^2
  • Leak: 0.823 nW

Worst hold path
  • Worst hold path class: flip-flop to flip-flop
  • Hold Path Stages: 1

Status
  • Status: completed
[cells by family (layout without fill, tap and decap cells)]
kind of cell	after synthesis	after routing
buffers and inverters	12	28
xor gates and xnor gates	14	14
and+or+nand+nor	64	64
adders and majority gates	14	14
DFF	34	34
AOI/OAI and AO/OA	49	49
muxes	8	8
[final cells by class]
| class | count | area, sq um |
|---|---|---|
| inverters | 6 | 22.5 |
| multi-input cells | 149 | 1060 |
| repair buffers | 14 | 135 |
| flip-flops and latches | 34 | 681 |
| clock inverters | 3 | 45.0 |
| fillers | 860 | 6070 |
| well taps | 105 | 131 |
| clock buffers | 5 | 68.8 |
[metal layers]
metal | up-vias | global-route usage [%] | share of wire [%]
met5 | - | 0 | 0
met4 | 0 | 1.10 | 2.0
met3 | 6 | 1.52 | 4.1
met2 | 18 | 8.74 | 41
met1 | 620 | 7.96 | 53
li1 | 729 | - | -
[power by group]
part / switching, W / internal (W)
registers: 0.0000322 / 0.000389
clock network: 0.000136 / 0.000190
logic: 0.000139 / 0.000124
total: 0.000307 / 0.000702
[sequential cells by signal, indices dropped and copies added, names as in the netlist]
register,flops
uart_tx,1
shifter,9
bitcount,4
d,20
[stage by stage]
step	hold slack [ps]	cell area (sq um)	utilization, %	power (W)	setup slack [ps]
after floorplan	390	1790	-	0.000609	1870
after global placement	408	2030	24.7	0.000684	1620
after detailed placement	407	2030	24.7	0.000686	1610
after CTS	426	2140	26.1	0.00102	1580
after global routing	444	2140	26.1	0.00107	1350
final	420	2140	26.1	0.00101	1580
[worst paths after layout]
| check | start | end |
|---|---|---|
| worst min-delay path | d[9]$_DFF_P_ | d[9]$_DFF_P_ |
| worst max-delay path | d[28]$_DFF_P_ | d[26]$_DFF_P_ |
| worst max register to register | d[28]$_DFF_P_ | d[26]$_DFF_P_ |
| worst min register to register | d[9]$_DFF_P_ | d[9]$_DFF_P_ |
[critical path, stage by stage (launching register included)]
cell and delay, ps:
dfxtp_1 330, inv_1 330, ha_1 310, a21oi_1 250, o21ai_1 160, a21oi_1 300, and3b_1 220, a211oi_1 310
[cell usage after synthesis (all sizes together)]
cell type / count
o21bai: 1
a41oi: 1
and3: 2
a21o: 3
a21oi: 18
nand3: 5
o311ai: 2
ha: 13
nand4b: 1
o21a: 1
mux2i: 8
a31o: 1
buf: 4
o21ai: 5
nand2b: 3
a22oi: 1
a311oi: 1
nor4b: 1
xor2: 5
dfxtp: 34
nor3b: 1
o22ai: 1
or2b: 1
fa: 1
nor2b: 2
a2111oi: 1
inv: 6
or2: 1
and2: 4
or4b: 1
nor2: 28
a211oi: 6
nand4: 2
xnor2: 9
nor3: 3
clkbuf: 2
a21bo: 1
a211o: 1
nand2: 8
and3b: 1
o211ai: 2
a221oi: 3
Power and IR drop assume default switching activity.
